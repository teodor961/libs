<file path="flow/run.sh">
#!/bin/bash
# OpenROAD 26Q1-2900-gdf79404cd8, Yosys 0.63+post, stock flow scripts
make -C /OpenROAD-flow-scripts/flow DESIGN_CONFIG=/design/flow/config.mk WORK_HOME=/design/flow/orfs finish
</file>
<file path="flow/config.mk">
export PLATFORM = sky130hd
export DESIGN_NAME = sync_fifo
export DESIGN_NICKNAME = sync_fifo
export VERILOG_FILES = /design/flow/design.v
export SDC_FILE = /design/flow/constraint.sdc
export NUM_CORES = 4
export LEC_CHECK = 1
export CORE_UTILIZATION = 30
</file>
<file path="flow/constraint.sdc">
current_design sync_fifo

set clk_period 3.8
set clk_io_pct 0.2

create_clock -name clk0 -period $clk_period [get_ports {clk}]

set non_clock_inputs [all_inputs -no_clocks]
set_input_delay [expr $clk_period * $clk_io_pct] -clock clk0 $non_clock_inputs
set_output_delay [expr $clk_period * $clk_io_pct] -clock clk0 [all_outputs]
</file>
<file path="flow/design.v">
module sync_fifo #(
     parameter DATA_WIDTH = 8,
     parameter BUFFER_DEPTH = 10,
     parameter PROG_DEPTH = 8
    ) (
     input rst,
     input clk,
     input  [DATA_WIDTH - 1 : 0] wr_data,
     input                       wr_en,
     output                      prog_full,
     output                      full,
     output [DATA_WIDTH - 1 : 0] rd_data,
     input                       rd_en,
     output                      empty,
     output overflow,
     output underflow
);
    localparam ADDR_WIDTH = $clog2(BUFFER_DEPTH);
    integer i;
	reg  [ADDR_WIDTH - 1 : 0] rd_ptr;
	reg  [ADDR_WIDTH - 1 : 0] wr_ptr;
	wire [ADDR_WIDTH - 1 : 0] wr_plus_1;
	wire [ADDR_WIDTH - 1 : 0] wr_plus_prog;
	wire [ADDR_WIDTH - 1 : 0] wr_plus_prog_plus_1;
	reg                       r_full;
	reg                       r_prog_full;
	reg                       r_empty;
    reg [DATA_WIDTH - 1 : 0]   mem [BUFFER_DEPTH - 1 : 0];
	assign rd_data = mem[rd_ptr];
	always @ (posedge clk)
	  begin
	      if (rst)
	        begin
	            rd_ptr <= 0;
	        end
	      else if (rd_en && ~(wr_ptr == rd_ptr))  
	        begin
	            rd_ptr <= (rd_ptr == BUFFER_DEPTH - 1) ? 0 : rd_ptr + 1;
	        end
	  end
	always @ (posedge clk)
	  begin
	      if (rst)
	        begin
	            wr_ptr <= 0;
	        end
	      else if (wr_en && ~(rd_ptr == wr_plus_1))  
	        begin
	            wr_ptr <= (wr_ptr == BUFFER_DEPTH - 1) ? 0 : wr_ptr + 1;
	        end
	  end
    always @(posedge clk)
      begin
          if (rst)
            begin
                for (i = 0; i < BUFFER_DEPTH; i = i + 1)
                mem[i] <= 0;
            end
          else if (wr_en)
            begin
                mem[wr_ptr] <= wr_data;  
            end
      end
	assign wr_plus_1 = (wr_ptr == BUFFER_DEPTH-1) ? 0 : wr_ptr + 1;  
	assign wr_plus_prog = (wr_ptr >= PROG_DEPTH) ? (wr_ptr - PROG_DEPTH) : (wr_ptr + BUFFER_DEPTH - PROG_DEPTH);  
	assign wr_plus_prog_plus_1 = (wr_ptr >= PROG_DEPTH - 1) ? (wr_ptr - PROG_DEPTH + 1) : (wr_ptr + BUFFER_DEPTH - PROG_DEPTH + 1);  
	always @(posedge clk)
	  begin
	      if (rst)
	        begin
	            r_full      <= 1'b0;
	            r_prog_full <= 1'b0;
	        end
	      else
	        begin
	            if (rd_ptr == wr_plus_1)
	              begin
	                  r_full <= 1'b1;
	              end
	            else
	              begin
	                  r_full <= 1'b0;
	              end
	            if (rd_ptr == wr_plus_prog)
	              begin
	                  r_prog_full <= 1'b1;
	              end
	            else if (rd_ptr == wr_plus_prog_plus_1)
	              begin
	                  r_prog_full <= 1'b0;
	              end
	        end
	  end
	always @(*)
	  begin
	      if (wr_ptr == rd_ptr)
	        begin
	            r_empty = 1'b1;
	        end
	      else
	        begin
	            r_empty = 1'b0;
	        end
	  end
	assign full  = r_full;
	assign prog_full = r_prog_full;
	assign empty = r_empty;
	assign overflow  = wr_en && full;
	assign underflow = rd_en && empty;
endmodule
</file>
==> flow_metrics.env <==
# source this file to load flow results
export IMPL_outcome="finished clean"
export IMPL_simple_gate_share_pct=11.0
export IMPL_ys_ff=142
export IMPL_drtIter0Drc=224
export IMPL_layout_top_cell="edfxtp_1"
export IMPL_cpMostUsedCell="mux4_2"
export IMPL_p_sw_mw=1.21
export IMPL_io_buffer_count=24
export IMPL_cts_buffers_inserted=17
export IMPL_required_ps=3040
export IMPL_vias_per_cell=4.86
export IMPL_grt_pass1_wl_microns=21600
export IMPL_critPathLaunchType="flop"
export IMPL_drive_gt1_share_pct=21.5
export IMPL_grt_max_degree=33
export IMPL_adder_share_pct=0.392
export IMPL_arrival_ps=2710
export IMPL_gr_usage_met2_pct=22.4
export IMPL_crit_chain="buf_12 -> mux4_2 -> mux4_2 -> clkdlybuf4s50_1"
export IMPL_syn2layout_area_growth_pct=18.8
export IMPL_path_clk_slew_ps=60
export IMPL_synthXorXnorAreaFrac_pct=2.35
export IMPL_relSlewSlack_pct=48.8
export IMPL_path_class="reg -> out"
export IMPL_synthTopLogicFamily="multiplexers"
export IMPL_gp_congestion=0.808
export IMPL_vias=3593
export IMPL_setup_viol=0
export IMPL_mux_area_share_pct=14.5
export IMPL_seqPwrFrac_pct=41.3
export IMPL_clock_latency_ps=420
export IMPL_yosys_stat_cells=420
export IMPL_synth_chip_area_sq_mm=0.00638
export IMPL_pwr_share_comb_pct=22.7
export IMPL_root_buffer="clkbuf_16"
export IMPL_crit_slowest_cell="mux4_2"
export IMPL_ys_sh_aoi_pct=4.34
export IMPL_met3_usage_pct=8.31
export IMPL_power_share_clock_pct=36.0
export IMPL_drv_slew=0
export IMPL_rr_endpoint="wr_ptr[2]"
export IMPL_regArea_sq_mm=0.00413
export IMPL_r2r_start="wr_ptr[2]"
export IMPL_critPathMaxStageDelay_ps=560
export IMPL_fin_ws_ps=327
export IMPL_worst_pin_slew_ps=767
export IMPL_warnings=25
export IMPL_netlist_instances=420
export IMPL_combGateArea_sq_mm=0.00208
export IMPL_edf_count=128
export IMPL_wl_per_cell_microns=19.0
export IMPL_dieWidth_microns=148
export IMPL_p_leak_nw=2.56
export IMPL_max_clock_freq_ghz=0.288
export IMPL_clock_sinks=142
export IMPL_r2r_slack_ps=1360
export IMPL_cts_max_level=4
export IMPL_overflow=0
export IMPL_ioPinCount=25
export IMPL_drc_errors=0
export IMPL_drv_cap=0
export IMPL_antenna_cells=0
export IMPL_clockBufferDepth=2
export IMPL_dieArea_sq_mm=0.0218
export IMPL_hp_class="reg -> reg"
export IMPL_reg2regPathDepth=6
export IMPL_cts_tree="yes"
export IMPL_synth_seq_share_pct=64.7
export IMPL_grtUsageTotal_pct=14.3
export IMPL_antenna_left=0
export IMPL_dp_slack_ps=720
export IMPL_grt_pass1_vias=3775
export IMPL_hpwl_microns=9210
export IMPL_top_usage_layer="met2"
export IMPL_wl_microns=14100
export IMPL_rows=52
export IMPL_cts_setup_buffers=0
export IMPL_hold_viol=0
export IMPL_worst_path_max_fanout=25
export IMPL_first_pass_iters=4
export IMPL_hold_buffers=0
export IMPL_p_int_mw=3.39
export IMPL_fin_setup_tns_ps=0
export IMPL_p_sw_share_pct=26.2
export IMPL_initCoreUtil_pct=31.0
export IMPL_antenna_found_initial=0
export IMPL_ir_drop_v=0.000301
export IMPL_powerDensity_mw_per_mm2=607
export IMPL_cp_num_buf_inv=2
export IMPL_min_from="r_prog_full"
export IMPL_layout_worst_path_cycle_share_pct=91.4
export IMPL_critical_path_top_delay_family="multiplexers"
export IMPL_core_area_sq_mm=0.0206
export IMPL_min_path_cells=1
export IMPL_synth_cell_type_count=54
export IMPL_grt_util_met1_pct=18.3
export IMPL_min_to="r_prog_full"
export IMPL_die_y_microns=148
export IMPL_fill_cells=1917
export IMPL_avgSynthCellArea_sq_um=15.2
export IMPL_fin_worst_skew_ps=11.1
export IMPL_yosysWarnings=1
export IMPL_flop_cell="edfxtp_1"
export IMPL_end_kind="output pin"
export IMPL_ctsResizeCount=0
export IMPL_synthArstFlopShare_pct=0
export IMPL_synth_area_sq_mm=0.00638
export IMPL_fin_crit_ps=3470
export IMPL_rsz0062_at_grt="false"
export IMPL_most_common_layout_cells="edfxtp_1 (128), nor2_1 (58), mux4_2 (40)"
-- sequential cells by signal, indices dropped and copies added, names as in the netlist, named ones only --
signal	flops
mem	128
r_full	1
r_prog_full	1
rd_ptr	4
wr_ptr	4
-- per-layer routing --
metal,wire [microns],vias up
met5,0,-
met4,171,0
met3,1550,14
met2,6850,157
met1,5500,1754
li1,-,1668
-- Yosys cell counts (4+ instances only) --
| cell type | n | area [sq um] |
|---|---|---|
| buf_1 | 5 | 18.8 |
| clkbuf_1 | 5 | 18.8 |
| nor2_1 | 58 | 218 |
| nand3_1 | 8 | 40.0 |
| mux4_2 | 40 | 901 |
| and2_1 | 31 | 194 |
| nand2_1 | 21 | 78.8 |
| buf_2 | 11 | 55.1 |
| xor2_1 | 5 | 43.8 |
| a21oi_1 | 5 | 25.0 |
| dfxtp_1 | 14 | 280 |
| nor3_1 | 10 | 50.1 |
| nor2b_1 | 4 | 25.0 |
| o21ai_0 | 8 | 40.0 |
| xnor2_1 | 9 | 78.8 |
| edfxtp_1 | 128 | 3840 |
| inv_1 | 13 | 48.8 |
-- per-stage QoR --
step / area [sq um] / util [%] / total power [mW] / hold WS, ps / instances
floorplan: 6380 / - / 2.65 / 481 / 420
global placement: 6980 / 34.0 / 2.98 / 547 / 708
detailed placement: 6980 / 34.0 / 2.99 / 527 / 708
CTS: 7580 / 36.9 / 4.64 / 559 / 740
global route: 7580 / 36.9 / 4.80 / 574 / 740
finish: 7580 / 36.9 / 4.60 / 562 / 740
-- logic make-up after synthesis --
group / after synthesis
mux: 42
flops: 142
buf+inv: 38
fa+ha+maj: 2
simple gates: 145
xor+xnor: 15
compound gates: 36
-- worst max-delay path by stage --
stage | to | cells past startpoint
5_1_grt | rd_data[7] | 4
6_report | rd_data[7] | 4
4_1_cts | rd_data[7] | 4
-- power by group through the flow --
stage,combinational (mW),sequential [mW],clock [mW]
global route,1.14,1.92,1.73
CTS,1.06,1.90,1.67
finish,1.04,1.90,1.66
-- final cells by class --
class                      count  share of cell area (%)
multi-input combinational    240                    27.4
inverter                      14                   0.694
tap                          270                    4.46
timing repair buffer          42                    5.12
sequential                   142                    54.4
clock buffer                  17                    5.61
clock inverter                15                    2.25
No activity file was given, so power comes from the tool's default toggle rates.
