File: /design/flow/design.v
module fixp_counter(
        input         rst,
        input         clk,
        input         clk_en,
        input [7:0]   step_size,  
        output [15:0] counter_out
    );
    reg [15:0] counter_reg;  
    always @(posedge clk)
      begin
          if (rst)
            begin
                counter_reg <= 16'h0000;
            end
          else if (clk_en)
            begin
                counter_reg <= (counter_reg + step_size >= {step_size, 8'h00}) ? 16'h0000 : counter_reg + {8'h00, step_size};
            end
      end
    assign counter_out = counter_reg;
endmodule
File: /design/flow/run.sh
#!/bin/bash
# OpenROAD 26Q1-2900-gdf79404cd8, Yosys 0.63+post, stock flow scripts
make -C /OpenROAD-flow-scripts/flow DESIGN_CONFIG=/design/flow/config.mk WORK_HOME=/design/flow/orfs finish
File: /design/flow/config.mk
export PLATFORM = sky130hd
export DESIGN_NAME = fixp_counter
export DESIGN_NICKNAME = fixp_counter
export VERILOG_FILES = /design/flow/design.v
export SDC_FILE = /design/flow/constraint.sdc
export NUM_CORES = 4
export LEC_CHECK = 1
export CORE_AREA = 10 10 113 113
export DIE_AREA = 0 0 123 123
File: /design/flow/constraint.sdc
current_design fixp_counter

set clk_period 9.3
set clk_io_pct 0.2

create_clock -name clk0 -period $clk_period [get_ports {clk}]

set non_clock_inputs [all_inputs -no_clocks]
set_input_delay [expr $clk_period * $clk_io_pct] -clock clk0 $non_clock_inputs
set_output_delay [expr $clk_period * $clk_io_pct] -clock clk0 [all_outputs]
==> run summary <==
Status = finished, final reports clean
Crit Path Category = in -> reg
P per Cell Area = 114 nW/um^2
Number of routed nets with antenna violations = 0
Estimated wirelength of the detail-placed design = 2850 um
Tool warnings = 25
Htree depth = 1
CORE AREA = 10300 um^2
Global route hottest layer = met2
Most common flop cell mapped by yosys = dfxtp_1
CP Launch Type = primary input
Largest net degree at the start of global routing = 16
I/O Pins = 27
First-pass GRT wire length = 5600 um
Distinct cells, synth = 36
CTS Buffer Depth = 2
Site row count = 37
Slew @ Worst Pin = 670 ps
Hold crit path type = reg -> reg
Setup repair bufs after CTS = 0
Hold path endpoint = counter_reg[15]$_SDFFE_PP0P_
Max-Cap Viols = 0
DR iter-0 viols = 46
CTS Buf Count = 3
Drt first pass iters = 4
Crit Path Max Fanout = 15
Ys cells = 147
Final Critical Period = 6060 ps
Crit-path slowest cell = a2111oi_4
Commonest cells post-synth = 24 x nor2_1, 16 x dfxtp_1, 16 x ha_1, 11 x inv_1, 9 x xor2_1
Routed WL = 3520 um
Critical path buffers and inverters = 1
Routability cong. = 0.821
Post-synth ARST share = 0%
Leak = 0.690 nW
Synth Seq Share = 25.7%
Die width = 123 um
Mapped cell area = 1250 um^2
Met2 Use GR = 7.06%
Met3 Usage GRT = 1.48%
Crit-path cells = clkdlybuf4s50_1 -> ha_1 -> fa_1 -> a21oi_1 -> o21ai_0 -> a21oi_1 -> o2bb2ai_1 -> nor2_1 -> xor2_1 -> ha_1 -> o21a_1 -> nor2_1 -> a311oi_1 -> a2111oi_4 -> o311a_4 -> o21ai_0 -> a31oi_1
Post-synth EDFFs = 0
Root buffer cell = clkbuf_8
Gate Count Post-Synth = 147
Placed Cells = 307
Slew Viols, Final = 0
CTS tree = yes
Final Skew = 3.69 ps
Drt via density = 3.64
Worst path top cell family by delay = AND-OR/OR-AND gates
CP Capture Type = register
Crit path DAT = 6230 ps
Wire per inst = 11.4 um
Vias in the first global route = 1030
R2r setup slk = 4980 ps
Antenna diodes = 0
Fin. Hold Viols = 0
Post-synth top area cell = dfxtp_1
Port bufs = 26
Chip area = 15100 um^2
Layout cell share with drive strength beyond 1 = 4.02%
Top cell area share = 25.7%
Yosys stat chip area = 1250 um^2
Synth top area cells = dfxtp_1 26%, ha_1 16%, nor2_1 7.2%
FF-to-FF path depth = 16
P&R area growth vs syn = 36.6%
Required time worst endpoint = 9480 ps
PostCTS Resize Cnt = 0
Hold_sp = counter_reg[15]$_SDFFE_PP0P_
Fillcell total = 1133
# setup viols final = 0
Fin cells = 310
Remaining Overflow, GRT = 0
TNS Setup = 0 ps
Synth warn = 1
Post-synth regs = 16
Skew-Pair Late Insertion Delay = 250 ps
GRT Resource Usage Total = 4.67%
Worst slew margin = 55.4%
Syn Area/Cell = 8.48 um^2
Post-layout period usage = 65.1%
RR Startpoint = counter_reg[0]$_SDFFE_PP0P_
FF-to-FF End = counter_reg[12]$_SDFFE_PP0P_
Clock transition at path regs = 70 ps
Floorplan Utilization = 12.1%
Routing usage on met1 = 6.66%
Max incr delay on CP = 630 ps
Chip Height = 123 um
FMAX = 165 MHz
Vias = 1129
Worst hold slack = 501 ps
Post-layout util = 16.5%
Cell with the most instances after synthesis = nor2_1
RSZ-0062 raised after global routing = no
Hold buffers post-CTS = 0
Largest register FFs = 16
Clk sinks = 16
DRC errors left = 0
Hold Path Stages = 1
Worst vdd ir = 0.0425 mV
Antenna violations before repair = 0
[worst max-delay path by stage]
stage,from,end,depth (start not counted)
4_1_cts,step_size[0],counter_reg[12]$_SDFFE_PP0P_,17
6_report,step_size[0],counter_reg[12]$_SDFFE_PP0P_,17
5_1_grt,step_size[0],counter_reg[12]$_SDFFE_PP0P_,17
[final cells by class]
| type | count | area, um^2 | area share (%) |
|---|---|---|---|
| well taps | 136 | 170 | 9.99 |
| inverters | 12 | 45.0 | 2.65 |
| repair buffers | 26 | 260 | 15.3 |
| flip-flops and latches | 16 | 320 | 18.8 |
| multi-input cells | 117 | 866 | 50.8 |
| clock buffers | 3 | 41.3 | 2.42 |
[cells in the final DEF (no fill, tap or decap), drive strengths merged, types with 3 or more instances in the layout]
cell	count
nand2b	3
nand4	3
nand2	6
o21ai	6
inv	11
a21oi	8
a22o	3
clkdlybuf4s50	26
a22oi	8
xor2	9
ha	16
clkbuf	3
nor2	24
a31oi	5
dfxtp	16
xnor2	5
[report_power, final]
part	switching (mW)	internal (mW)
Combinational	0.0315	0.0314
Clock	0.0245	0.0287
Sequential	0.00424	0.0730
Total	0.0603	0.133
[kinds of logic after synthesis]
group | synth area share, %
buf+inv | 4.82
fa+ha+maj | 17.7
compound gates | 27.0
flops | 25.7
xor+xnor | 9.84
simple gates | 15.0
[per-layer routing]
layer  wire, um  vias up
li1           -      589
met1       1790      521
met2       1550       17
met3        160        2
met4         22        0
met5          0        -
[per-stage QoR]
step	setup slack (ps)	power, mW	instance area, um^2
final	3240	0.193	1700
after global routing	2920	0.207	1700
after CTS	3280	0.196	1700
after detailed placement	3050	0.142	1660
after global placement	3090	0.142	1660
after floorplan	3950	0.118	1250
Power is estimated from default activity; no workload was simulated.
