$ cat /design/flow/config.mk
export PLATFORM = sky130hd
export DESIGN_NAME = fir_generic
export DESIGN_NICKNAME = fir_generic
export VERILOG_FILES = /design/flow/design.v
export SDC_FILE = /design/flow/constraint.sdc
export NUM_CORES = 4
export LEC_CHECK = 1
export CORE_UTILIZATION = 50
$ cat /design/flow/constraint.sdc
current_design fir_generic

set clk_period 14.6
set clk_io_pct 0.2

create_clock -name clk0 -period $clk_period [get_ports {clk}]

set non_clock_inputs [all_inputs -no_clocks]
set_input_delay [expr $clk_period * $clk_io_pct] -clock clk0 $non_clock_inputs
set_output_delay [expr $clk_period * $clk_io_pct] -clock clk0 [all_outputs]
$ cat /design/flow/design.v
module fir_generic #(
        parameter INPUT_W       = 16,
        parameter INPUT_FRAC_W  = 14,
        parameter COEFF_W       = 16,
        parameter COEFF_FRAC_W  = 14,
        parameter OUTPUT_W      = 16,
        parameter OUTPUT_FRAC_W = 14,
        parameter FILTER_TAPS   = 4
    ) (
        input rst,
        input clk,
        input         [FILTER_TAPS*COEFF_W - 1 : 0] coeff_vector,
        input  signed [INPUT_W-1:0]                 data_in,
        input                                       sample_en,
        output signed [OUTPUT_W-1:0]                data_out,
        output reg                                  sample_valid,
        output                                      overflow
    );
    localparam MULT_W = INPUT_W + COEFF_W;
    localparam MULT_FRAC_W = OUTPUT_FRAC_W + COEFF_FRAC_W;
    localparam ACC_W = (MULT_W + FILTER_TAPS);
    localparam ACC_FRAC_W = MULT_FRAC_W;
    wire signed [MULT_W - 1: 0] filter_product [FILTER_TAPS - 1: 0];
    wire signed [ACC_W - 1: 0] filter_sum [FILTER_TAPS - 2: 0];
    reg  signed [ACC_W - 1: 0] filter_pipeline [FILTER_TAPS - 1: 0];
    wire signed [OUTPUT_W - 1: 0] result;
    wire signed [INPUT_W - 1: 0] coeff[FILTER_TAPS-1: 0];
    wire [FILTER_TAPS-1:0] mult_overflow;
    wire [FILTER_TAPS-2:0] add_overflow;
    wire                   rescale_overflow;
    genvar i;
    generate
        for (i = 1; i <= FILTER_TAPS; i = i + 1)
          begin
              assign coeff[i-1] = coeff_vector[i*INPUT_W - 1 : (i-1)*INPUT_W];
          end
    endgenerate
    generate
      for (i = 0; i < FILTER_TAPS; i = i + 1)
        begin
            safe_mult #(
                .A_WIDTH (INPUT_W),  
                .A_FRAC  (INPUT_FRAC_W),  
                .B_WIDTH (COEFF_W),  
                .B_FRAC  (COEFF_FRAC_W),  
                .Q_WIDTH (MULT_W),  
                .Q_FRAC  (MULT_FRAC_W)   
            ) filter_mult (
                .A        (data_in),
                .B        (coeff[i]),
                .Q        (filter_product[i]),
                .overflow (mult_overflow[i])
            );
        end
    endgenerate
    always @(posedge clk)
      begin: PIPELINE
          integer k;
          if (rst)
            begin
                for (k = 0; k <= FILTER_TAPS-1; k = k + 1)
                  begin
                      filter_pipeline[k] <= 0;
                  end
                sample_valid <= 1'b0;
            end
          else if (sample_en)
             begin
                 filter_pipeline[FILTER_TAPS-1] <= filter_product[FILTER_TAPS-1];
                 for (k = 0; k < FILTER_TAPS-1; k = k + 1)
                   begin
                       filter_pipeline[k] <= filter_sum[k];
                   end
                 sample_valid <= 1'b1;
             end
          else
            begin
                sample_valid <= 1'b0;
            end
      end
    genvar j;
    generate
        for (j = 0; j < FILTER_TAPS - 1; j = j + 1)
          begin
              safe_adder #(
                  .A_WIDTH (ACC_W),  
                  .A_FRAC  (ACC_FRAC_W),  
                  .B_WIDTH (MULT_W),  
                  .B_FRAC  (MULT_FRAC_W),  
                  .Q_WIDTH (ACC_W),  
                  .Q_FRAC  (ACC_FRAC_W),   
                  .OP ("ADD")     
              ) filter_add (
                  .A (filter_pipeline[j+1]),
                  .B (filter_product[j]),
                  .Q (filter_sum[j]),
                  .overflow (add_overflow[j])
              );
          end
    endgenerate
    safe_adder #(
          .A_WIDTH (ACC_W),  
          .A_FRAC  (ACC_FRAC_W),  
          .B_WIDTH (2),  
          .B_FRAC  (1),  
          .Q_WIDTH (OUTPUT_W),  
          .Q_FRAC  (OUTPUT_FRAC_W),   
          .OP ("ADD")     
      ) output_rescale (
          .A (filter_pipeline[0]),
          .B (2'd0),
          .Q (result),
          .overflow (rescale_overflow)
      );
    assign data_out = result;
    assign overflow = |add_overflow | |mult_overflow | rescale_overflow;
endmodule
module safe_adder #(
        parameter A_WIDTH = 16,  
        parameter A_FRAC  = 14,  
        parameter B_WIDTH = 16,  
        parameter B_FRAC  = 14,  
        parameter Q_WIDTH = 16,  
        parameter Q_FRAC  = 14,   
        parameter OP = "ADD"     
    ) (
        input signed [A_WIDTH-1:0] A,
        input signed [B_WIDTH-1:0] B,
        output [Q_WIDTH-1:0] Q,
        output overflow
    );
    initial
      begin
          if (OP != "ADD" && OP != "SUB")
              $error("Illegal value for OP parameter");
      end
    localparam A_INT = A_WIDTH - A_FRAC;
    localparam B_INT = B_WIDTH - B_FRAC;
    localparam Q_FULLSCALE_FRAC = (A_FRAC > B_FRAC) ? A_FRAC : B_FRAC;
    localparam Q_FULLSCALE_INT  = (A_INT > B_INT) ? A_INT + 1 : B_INT + 1;  
    localparam Q_FULLSCALE_WIDTH = Q_FULLSCALE_INT + Q_FULLSCALE_FRAC;
    localparam Q_FRAC_OVERHEAD = (Q_FULLSCALE_FRAC >= Q_FRAC) ? (Q_FULLSCALE_FRAC-Q_FRAC) : (Q_FRAC-Q_FULLSCALE_FRAC);
    localparam Q_INT = Q_WIDTH - Q_FRAC;
    localparam GUARD_WIDTH = (Q_FULLSCALE_INT > Q_INT) ? Q_FULLSCALE_INT - Q_INT : 1;  
    wire [GUARD_WIDTH-1:0] guard_bits;
    wire signed [Q_FULLSCALE_WIDTH - 1:0]  Q_fullscale;
    wire        [Q_FULLSCALE_INT-1:0]  Q_fullscale_int_bits;
    wire        [Q_FULLSCALE_FRAC-1:0] Q_fullscale_frac_bits;
    wire        [Q_INT-1:0]            Q_int_bits;
    wire        [Q_FRAC-1:0]           Q_frac_bits;
    wire signed [B_WIDTH-1:0] B_buff;
    assign B_buff = (OP == "SUB") ? ~(B) + 1 : B;
    wire [Q_FULLSCALE_WIDTH-2:0] B_scaled;  
    wire [Q_FULLSCALE_WIDTH-2:0] A_scaled;  
    generate
        if (A_WIDTH == B_WIDTH && A_FRAC == B_FRAC)  
          begin 
              assign Q_fullscale = A + B_buff;
          end
        else if (A_INT == B_INT && A_FRAC > B_FRAC)  
          begin
              assign A_scaled = A;
              assign B_scaled = {B_buff, {A_FRAC-B_FRAC{1'b0}}};
              assign Q_fullscale = A + $signed({B_buff, {A_FRAC-B_FRAC{1'b0}}});
          end
        else if (A_INT == B_INT && A_FRAC < B_FRAC)  
          begin
              assign A_scaled = {A, {B_FRAC-A_FRAC{1'b0}}};
              assign B_scaled = B_buff;
              assign Q_fullscale = $signed({A, {B_FRAC-A_FRAC{1'b0}}}) + B_buff;
          end
        else if (A_INT > B_INT && A_FRAC == B_FRAC)  
          begin
              assign A_scaled = A;
              assign B_scaled = {{A_INT-B_INT{B_buff[B_WIDTH-1]}}, B_buff};
              assign Q_fullscale = A + $signed({{A_INT-B_INT{B_buff[B_WIDTH-1]}}, B_buff});  
          end
        else if (A_INT < B_INT && A_FRAC == B_FRAC)  
          begin
              assign A_scaled = {{B_INT-A_INT{A[A_WIDTH-1]}}, A};
              assign B_scaled = B_buff;
              assign Q_fullscale = $signed({{B_INT-A_INT{A[A_WIDTH-1]}}, A}) + B_buff;   
          end
        else if (A_INT > B_INT && A_FRAC > B_FRAC)
          begin
              assign A_scaled = A;
              assign B_scaled = {{A_INT-B_INT{B_buff[B_WIDTH-1]}}, B_buff, {A_FRAC-B_FRAC{1'b0}}};
              assign Q_fullscale = A + $signed({{A_INT-B_INT{B_buff[B_WIDTH-1]}}, B_buff, {A_FRAC-B_FRAC{1'b0}}});  
          end
        else if (A_INT > B_INT && A_FRAC < B_FRAC)
          begin
              assign A_scaled = {A, {B_FRAC-A_FRAC{1'b0}}};
              assign B_scaled = {{A_INT-B_INT{B_buff[B_WIDTH-1]}}, B_buff};
              assign Q_fullscale = $signed({A, {B_FRAC-A_FRAC{1'b0}}}) + $signed({{A_INT-B_INT{B_buff[B_WIDTH-1]}}, B_buff});  
          end
        else if (A_INT < B_INT && A_FRAC < B_FRAC)
          begin
              assign A_scaled = {{B_INT-A_INT{A[A_WIDTH-1]}}, A, {B_FRAC-A_FRAC{1'b0}}};
              assign B_scaled = B_buff;
              assign Q_fullscale = $signed({{B_INT-A_INT{A[A_WIDTH-1]}}, A, {B_FRAC-A_FRAC{1'b0}}}) + B_buff;
          end
        else if (A_INT < B_INT && A_FRAC > B_FRAC)
          begin
              assign B_scaled    = {B_buff, {A_FRAC-B_FRAC{1'b0}}};
              assign A_scaled    = {{B_INT-A_INT{A[A_WIDTH-1]}}, A};
              assign Q_fullscale = $signed({{B_INT-A_INT{A[A_WIDTH-1]}}, A}) +$signed( {B_buff, {A_FRAC-B_FRAC{1'b0}}});
          end
        else
          begin
              assign Q_fullscale = A + B_buff;
          end 
    endgenerate
    integer test_width1;
    integer test_width2;
    initial begin
    end
    assign Q_fullscale_int_bits  = Q_fullscale[Q_FULLSCALE_WIDTH-1:Q_FULLSCALE_FRAC];
    assign Q_fullscale_frac_bits = Q_fullscale[Q_FULLSCALE_FRAC-1:0];
    assign Q_int_bits = (Q_FULLSCALE_INT >= Q_INT)   ? Q_fullscale_int_bits[Q_INT-1:0] : { {Q_INT - Q_FULLSCALE_INT{Q_fullscale_int_bits[Q_FULLSCALE_INT-1]}} , Q_fullscale_int_bits};
    assign Q_frac_bits = (Q_FULLSCALE_FRAC >= Q_FRAC) ? Q_fullscale_frac_bits[Q_FULLSCALE_FRAC-1:Q_FRAC_OVERHEAD] : {Q_fullscale_frac_bits, {Q_FRAC_OVERHEAD{1'b0}}};
    assign Q = {Q_int_bits, Q_frac_bits};
    assign guard_bits = (Q_FULLSCALE_INT > Q_INT) ? Q_fullscale[Q_FULLSCALE_WIDTH-1:Q_FULLSCALE_WIDTH-(Q_FULLSCALE_INT-Q_INT)] : 0;
    assign overflow = (Q_FULLSCALE_INT > Q_INT) ? ( (Q[Q_WIDTH-1] == 1'b0) ? |guard_bits != 1'b0 : &guard_bits != 1'b1) : 1'b0;
endmodule
module safe_mult #(
        parameter A_WIDTH = 16,  
        parameter A_FRAC  = 14,  
        parameter B_WIDTH = 16,  
        parameter B_FRAC  = 14,  
        parameter Q_WIDTH = 16,  
        parameter Q_FRAC  = 14   
    ) (
        input signed [A_WIDTH-1:0] A,
        input signed [B_WIDTH-1:0] B,
        output [Q_WIDTH-1:0] Q,
        output overflow
    );
    localparam A_INT = A_WIDTH - A_FRAC;
    localparam B_INT = B_WIDTH - B_FRAC;
    localparam Q_FULLSCALE_FRAC = A_FRAC + B_FRAC;
    localparam Q_FULLSCALE_INT  = A_INT + B_INT;
    localparam Q_FULLSCALE_WIDTH = Q_FULLSCALE_INT + Q_FULLSCALE_FRAC;
    localparam Q_FRAC_OVERHEAD = (Q_FULLSCALE_FRAC >= Q_FRAC) ? (Q_FULLSCALE_FRAC-Q_FRAC) : (Q_FRAC-Q_FULLSCALE_FRAC);
    localparam Q_int = Q_WIDTH - Q_FRAC;
    localparam GUARD_WIDTH = (Q_FULLSCALE_INT > Q_int) ? Q_FULLSCALE_INT - Q_int : 1;  
    wire [GUARD_WIDTH-1:0] guard_bits;
    wire signed [Q_FULLSCALE_WIDTH - 1:0]  Q_fullscale;
    wire        [Q_FULLSCALE_INT-1:0]  Q_fullscale_int_bits;
    wire        [Q_FULLSCALE_FRAC-1:0] Q_fullscale_frac_bits;
    wire        [Q_int-1:0]            Q_int_bits;
    wire        [Q_FRAC-1:0]           Q_frac_bits;
    assign Q_fullscale = A*B;
    assign Q_fullscale_int_bits  = Q_fullscale[Q_FULLSCALE_WIDTH-1:Q_FULLSCALE_FRAC];
    assign Q_fullscale_frac_bits = Q_fullscale[Q_FULLSCALE_FRAC-1:0];
    assign Q_int_bits = (Q_FULLSCALE_INT >= Q_int)   ? Q_fullscale_int_bits[Q_int-1:0] : { {Q_int - Q_FULLSCALE_INT{Q_fullscale_int_bits[Q_FULLSCALE_INT-1]}} , Q_fullscale_int_bits};
    assign Q_frac_bits = (Q_FULLSCALE_FRAC >= Q_FRAC) ? Q_fullscale_frac_bits[Q_FULLSCALE_FRAC-1:Q_FRAC_OVERHEAD] : {Q_fullscale_frac_bits, {Q_FRAC_OVERHEAD{1'b0}}};
    assign Q = {Q_int_bits, Q_frac_bits};
    assign guard_bits = (Q_FULLSCALE_INT > Q_int) ? Q_fullscale[Q_FULLSCALE_WIDTH-1:Q_FULLSCALE_WIDTH-GUARD_WIDTH] : 0;
    assign overflow = (Q_FULLSCALE_INT > Q_int) ? ( (Q[Q_WIDTH-1] == 1'b0) ? |guard_bits != 1'b0 : &guard_bits != 1'b1) : 1'b0;
endmodule
$ cat /design/flow/run.sh
#!/bin/bash
# OpenROAD 26Q1-2900-gdf79404cd8, Yosys 0.63+post, stock flow scripts
make -C /OpenROAD-flow-scripts/flow DESIGN_CONFIG=/design/flow/config.mk WORK_HOME=/design/flow/orfs finish
==> impl_metrics.json <==
{
  "outcome": "completed",
  "fin_crit_ns": 14.04,
  "hold_violations": 0,
  "cts_tree": "yes",
  "cp_slowest_cell": "clkdlybuf4s50_1",
  "ctsHoldBuffers": 0,
  "cp.arrival_ns": 11.12,
  "ant_nets": 0,
  "drv_slew": 0,
  "postSynthSeqShare": 0.0521,
  "numCtsBuffers": 17,
  "fill_cells": 8493,
  "netlist_top_cells_area": "fa_1 50%, ha_1 10%, inv_1 10%, and2_1 5.3%, dfxtp_1 5.2%",
  "hpwlAfterDp_mm": 83.9,
  "clockBufferDepth": 2,
  "yosysChipArea_sq_um": 47600,
  "floorplan.core_util": 0.508,
  "yosys_warnings": 5,
  "tns_ns": 0,
  "critPathMaxFanout": 16,
  "drv_cap": 0,
  "setup_violations": 0,
  "core-area_sq_um": 93700,
  "slowest_delay_ns": 0.70,
  "io_pins": 101,
  "reg2reg_to": "filter_pipeline[0][35]",
  "synth_top_cell_by_area": "fa_1",
  "die_height_um": 311,
  "layout-drive-gt1-share": 0.0269,
  "grt_overflow": 0,
  "warning_count": 28,
  "post_cts_buffers": 0,
  "crit_family": "adder cells",
  "avgRoutedWirePerCell_um": 16.0,
  "worst-r2r-setup-slack_ns": 8.27,
  "grt_pass1_vias": 33600,
  "min_path_cells": 2,
  "antenna_found_initial": 8,
  "path_common_cell": "fa_1",
  "r2r_start": "filter_pipeline[1][15]",
  "use_met2": 0.357,
  "wirelength_mm": 101,
  "rows": 112,
  "reg2regPathDepth": 20,
  "busiest_layer": "met1",
  "gr-usage-met1": 0.389,
  "die_w_um": 311,
  "htreeDepth": 4,
  "synthesis.area_sq_um": 47600,
  "yosys-stat-cells": 5082,
  "clock_latency_ns": 0.50,
  "place.gp.congestion": 0.896,
  "ys.flop_type": "dfxtp_1",
  "worstMarginPinSlew_ns": 0.941,
  "die_area_sq_um": 96500,
  "cts.reportedPaths.clkPinSlew_ns": 0.07,
  "routed_via_density": 5.01,
  "maxSlewHeadroom": 0.366,
  "finish.utilization": 0.537,
  "whs_endpoint": "filter_pipeline[0][26]",
  "syn2layout_area_growth_pct": 5.68,
  "most_common_cell": "inv_1",
  "hold_class": "flip-flop to flip-flop",
  "routed-via-count": 31600,
  "endpoint_kind": "primary output",
  "ys_types": 73,
  "start_kind": "primary input",
  "grt_max_degree": 65,
  "grt_pass1_wl_mm": 173,
  "port_buffers": 100,
  "synth_top_area_share": 0.501,
  "crit_type": "primary input to primary output",
  "async_reset_ff_frac": 0,
  "clock-root-buffer": "clkbuf_16",
  "rsz0062_at_grt": "no",
  "drc": 0,
  "cp.required_ns": 11.68,
  "edf_count": 0,
  "synth.avg_cell_area_sq_um": 9.37,
  "ys_ff": 124,
  "grt_usage": 0.243,
  "max_freq_mhz": 71.2,
  "critPathBufInv": 7,
  "common_cells": "1276 x inv_1, 1192 x fa_1, 593 x nand2_1, 407 x and2_1, 394 x ha_1",
  "skew_ns": 0.0137,
  "cts.sink_count": 124,
  "drtIter0Drc": 1198,
  "hp-start": "filter_pipeline[0][26]",
  "drt-pass1-iter-count": 6,
  "gr-usage-met3": 0.0780,
  "finalClockPeriodUsage": 0.962,
  "syn_inst": 5082,
  "cts_resized": 0
}
==> routing by layer <==
layer	vias to the layer above	share of wire
met4	0	0.018
li1	14800	-
met1	15900	0.43
met2	886	0.47
met3	80	0.078
met5	-	0
==> through the flow <==
step	hold slack (ns)	setup slack (ns)	cell area, sq um	cells
finish	0.474	0.561	50300	6308
global placement	0.450	0.745	49600	6271
detailed placement	0.459	0.772	49600	6271
floorplan	0.426	2.56	47600	5082
CTS	0.473	0.726	50300	6303
global route	0.493	0.0417	50300	6308
==> flip-flops by register name (all words and copies together) (netlist names) <==
signal and count:
filter_pipeline 123, sample_valid 1
==> layout make-up <==
type / count / area, sq um / share of cell area
clock inverter: 13 / 213 / 0.00423
sequential: 124 / 2480 / 0.0493
multi-input combinational: 3455 / 39400 / 0.783
inverter: 1276 / 4790 / 0.0952
tap: 1254 / 1570 / 0.0312
antenna: 5 / 12.5 / 0.000249
clock buffer: 19 / 453 / 0.00900
timing repair buffer: 162 / 1420 / 0.0283
==> placed cells by master (no fill, tap or decap), drive strengths merged, types with 4 or more instances in the layout <==
cell type / netlist / final
a211oi: 17 / 17
a21o: 53 / 53
a21oi: 95 / 95
a311oi: 7 / 7
a31oi: 10 / 10
and2: 407 / 407
and3: 11 / 11
buf: 26 / 80
bufinv: 0 / 5
clkbuf: 201 / 19
clkdlybuf4s50: 0 / 82
dfxtp: 124 / 124
diode: 0 / 5
fa: 1192 / 1192
ha: 394 / 394
inv: 1276 / 1278
mux2i: 96 / 96
nand2: 593 / 593
nand2b: 62 / 62
nand3: 21 / 21
nand4: 9 / 9
nor2: 175 / 175
nor2b: 14 / 14
nor3: 16 / 16
o211ai: 4 / 4
o21a: 7 / 7
o21ai: 49 / 49
o21bai: 24 / 24
o22ai: 11 / 11
o31ai: 5 / 5
or3: 4 / 4
xnor2: 89 / 89
xor2: 44 / 44
==> logic make-up after synthesis <==
family	count (synthesis)	share of synthesized area
and+or+nand+nor	1327	0.134
DFF	124	0.0521
adders and majority gates	1586	0.605
muxes	96	0.0202
xor gates and xnor gates	133	0.0245
AOI/OAI and AO/OA	313	0.0440
buffers and inverters	1503	0.121
==> worst min-delay path, stage by stage, from the launching register on <==
cell	delay (ns)
dfxtp_1	0.33
nand2_1	0.05
o21ai_0	0.06
==> worst max-delay path by stage <==
stage | start | end | slack (ns) | cells after the start
4_1_cts | coeff_vector[1] | overflow | 0.73 | 25
5_1_grt | coeff_vector[1] | overflow | 0.04 | 25
6_report | coeff_vector[1] | overflow | 0.56 | 25
